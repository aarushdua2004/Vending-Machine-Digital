===== design/flow/run.sh =====
#!/bin/bash
# OpenROAD 26Q1-2900-gdf79404cd8, Yosys 0.63+post, stock flow scripts
make -C /OpenROAD-flow-scripts/flow DESIGN_CONFIG=/design/flow/config.mk WORK_HOME=/design/flow/orfs finish

===== design/flow/config.mk =====
export PLATFORM = sky130hd
export DESIGN_NAME = Vending_Machine
export DESIGN_NICKNAME = Vending_Machine
export VERILOG_FILES = /design/flow/design.v
export SDC_FILE = /design/flow/constraint.sdc
export NUM_CORES = 4
export LEC_CHECK = 1
export CORE_UTILIZATION = 40

===== design/flow/constraint.sdc =====
current_design Vending_Machine

set clk_period 3.6
set clk_io_pct 0.2

create_clock -name clk0 -period $clk_period [get_ports {clk}]

set non_clock_inputs [all_inputs -no_clocks]
set_input_delay [expr $clk_period * $clk_io_pct] -clock clk0 $non_clock_inputs
set_output_delay [expr $clk_period * $clk_io_pct] -clock clk0 [all_outputs]

===== design/flow/design.v =====
`timescale 1ns / 1ps
module Vending_Machine(
    input clk,
    input reset,
    input quarter,
    input dollar,
    input [3:0] select,  
    input buy,           
    input [3:0] load,        
    output reg [11:0] money = 0,     
    output reg[3:0] products = 0,   
    output reg [3:0] out_of_stock = 0    
    );
    reg quarter_prev, dollar_prev;  
    reg buy_prev;   
    reg [3:0] stock0 = 4'b1111;  
    reg [3:0] stock1 = 4'b1111;  
    reg [3:0] stock2 = 4'b1111;  
    reg [3:0] stock3 = 4'b1111;  
    always@(posedge clk)
    begin
    quarter_prev<=quarter;
    dollar_prev<=dollar;
    buy_prev<=buy;  
    if(reset==1)     
        money<=1'b0;
    else if(quarter_prev==1'b0 && quarter==1'b1)  
        money<=money+12'd25;     
    else if(dollar_prev==1'b0 && dollar==1'b1)  
        money<=money+12'd100;     
    else if( buy_prev==1'b0 && buy==1'b1)  
    case(select)
    4'b0001:
    if (money>=12'd25 && stock0>0)  
    begin
        products[0] <=1'b1;  
        stock0 <=stock0-1'b1;  
        money<=money-12'd25;   
    end
    4'b0010:
    if (money>=12'd75 && stock1>0)  
    begin
        products[1] <=1'b1;  
        stock1 <=stock1-1'b1;  
        money<=money-12'd75;   
    end
    4'b0100:
    if (money>=12'd150 && stock2>0)  
    begin
        products[2] <= 1'b1;  
        stock2 <= stock2-1'b1;  
        money <= money-12'd150;   
    end
    4'b1000:
    if (money>=12'd200 && stock3>0)  
    begin
        products[3] <=1'b1;  
        stock3 <=stock3-1'b1;  
        money<=money-12'd200;   
    end
    endcase
    else if (buy_prev==1'b1 && buy==1'b0)  
    begin
    products [0] <= 1'b0;
    products [1] <= 1'b0;
    products [2] <= 1'b0;
    products [3] <= 1'b0;
    end
    else begin
    if (stock0==4'b0000)
    out_of_stock[0] <= 1'b1;
    else out_of_stock[0] <= 1'b0;
    if (stock1==4'b0000)
    out_of_stock[1] <= 1'b1;
    else out_of_stock[1] <= 1'b0;
    if (stock2==4'b0000)
    out_of_stock[2] <= 1'b1;
    else out_of_stock[2] <= 1'b0;
    if (stock3==4'b0000)
    out_of_stock[3] <= 1'b1;
    else out_of_stock[3] <= 1'b0;
    case(load)
    4'b0001: stock0 <=4'b1111;
    4'b0010: stock1 <=4'b1111;
    4'b0100: stock2 <=4'b1111;
    4'b1000: stock3 <=4'b1111;
    endcase
    end
    end
endmodule

==> run notes <==
The run finished with clean final reports. The run gives 0.00349 mm2 for the cell area after technology mapping. For reference, the placement row count at floorplan is 33.

The worst path needs 3.21 ns of the cycle, external delays included. The tools report the area inside the core boundary as 0.00834 mm2. Per the final timing report, the hold violations number 0. The initial utilization of the core area, before any placement, comes to 41.9%. The last timing report of the flow puts the setup violation total at 0. The final antenna diode count was 0. Synthesis produced a netlist whose cell count is 414. STA classifies the critical path startpoint as a flip-flop. The run gives 19.1 um for the detailed-route wire length per cell. The run gives 5 for the number of buffers added by the clock tree synthesis step.

Looking at the setup timing report, the critical path kind is reg2reg. The synthesis report names the predominant flop master as edfxtp_1. For the worst reg-to-reg path, the endpoint reported by OpenROAD is money[3]$_SDFFE_PP0P_. The run gives 0% for the proportion of register bits with asynchronous set or reset after synthesis. The clock passes through at most 2 buffers. The report puts the hold buffer count at CTS at 0. Cells with a size suffix above 1 make up 11.7% of the layout.

The internal reg-to-reg setup slack is 0.39 ns, and the number of cells on the worst reg-to-reg path is 8. For this design, Yosys synthesis ends with a cell count of 414. The first routing iteration left 258 violations. TritonCTS built the clock tree. The source-to-sink clock delay at the later pin of the worst-skew pair came out at 0.31 ns. The worst clock skew is 0.0172 ns. The logs give 1.44 nW for the leakage power summed over all cells and 0 for the final count of pins violating max slew. In this run the worst setup path terminates at money[3]$_SDFFE_PP0P_. Recorded from the global router log, the overflow total was 0. From synthesis to final layout, the design area changed by 17.1%.

Fill cells in the final layout number 813. The maximum frequency from static timing analysis is 312 MHz, and the final critical-path setup slack is 0.394 ns. For this design the ratio of total power to cell area is 369 mW/mm2. In the synthesis report, Yosys lists the chip area as 0.00349 mm2. According to the I/O placement log, the pin count is 33. For this block, the routed nets add up to 10,500 um of wire. For the number of antenna violations at the first check in global routing, the log shows 0. The launching element of the worst setup path is money[3]$_SDFFE_PP0P_.

Per the repair_timing log after CTS, setup buffers inserted total 0. The endpoint required time on the critical path was 3.81 ns. Setup repair after global routing left no endpoint under its margin. The first detailed-routing pass took 5 iterations. The first global-routing pass estimated 17,000 um of wire. The setup TNS is 0 ns. In this run the tightest slew margin relative to its limit is 47.0%. The number of gates resized after CTS was 0. Measured along the y axis, the die boundary spans 95.5 um.

CTS saw 39 sinks. IR analysis of the VDD net gives a maximum drop of 0.000190 V. The worst setup timing slack at the placement stage came out at 0.344 ns. In this run the worst path has a maximum fanout of 9.

After its last routability iteration, the placer logged a weighted congestion of 0.969. Type of the worst min-delay path: reg2reg. The die footprint was 0.00911 mm2.

The post-synthesis average cell area is 8.44 um2, and the number of enable flip-flop cells is 24. The worst path uses 89.1% of the clock period. The number of warnings reported in the stage logs is 40. For the endpoint arrival time on the critical path, the log shows 3.41 ns.

The logs give 1 for the count of synthesis-stage warnings from yosys and 0.00223 mm2 for the area of the multi-input gates. The logs give 25.2% for the overall track demand over capacity in global routing and 3,377 for the total number of vias. The number of port buffers was 32; the maximum number of pins on one net before global-route repair was 32. The half-perimeter wire length after placement is 7460 um, and the count of different cell masters after synthesis is 68. The run gives 0 for the number of maximum-capacitance constraint violations.

STA classifies the critical path endpoint as a flip-flop. The tools report the number of global-route vias before repair as 3,197. Per the detail_route report, DRC violations left total 0. With the sequential share of the synthesized area at 29.2%, the floorplan die width is 95.5 um. The registers of the reported paths see a clock transition of 0.09 ns. Per the synth log, the flip-flop and latch total comes to 39. For the pin with the worst max-slew slack, the measured transition is 0.785 ns. Nets still carrying antenna violations after routing amount to 0.

Per the detail_route report, vias per standard cell equal 6.13. Looking at the clock tree report, the H-tree level count equals 2. The tree is rooted in a clkbuf_8. In this run the critical register-to-register path is launched from money[3]$_SDFFE_PP0P_. Area of all sequential standard cells: 0.00102 mm2.
## synth_stat cells (3+ instances only)
master	instances	share of area, %
nor4b_1	5	1.3
nor3_1	15	2.1
nand2_1	39	4.2
nor2b_1	5	0.90
nor2_1	27	2.9
clkbuf_1	23	2.5
buf_6	3	0.97
a21oi_1	36	5.2
xnor2_1	21	5.3
o22ai_1	4	0.72
and3_1	4	0.72
a221oi_1	5	1.3
a22oi_1	3	0.64
edfxtp_1	24	21
ha_1	23	8.2
o32ai_1	3	0.75
o21a_1	3	0.64
nor4b_2	3	1.3
buf_1	3	0.32
a31oi_1	13	2.3
inv_1	22	2.4
o21ai_0	17	2.4
o311ai_0	3	0.75
o31ai_1	4	0.86
a21o_1	3	0.64
a311oi_1	4	1.0
nand2b_1	5	0.90
o211ai_1	3	0.64
nand3_1	10	1.4
buf_2	3	0.43
dfxtp_1	15	8.6
nor3b_1	3	0.64
a211oi_1	10	2.1
o21ai_1	3	0.43
## per-stage QoR
step | area, um2 | utilization, % | std cells | total power [mW] | hold WS, ns
CTS | 4090 | 49.1 | 551 | 1.50 | 0.594
floorplan | 3490 | - | 414 | 0.925 | 0.545
detailed placement | 3980 | 47.7 | 543 | 1.11 | 0.574
global placement | 3980 | 47.7 | 543 | 1.12 | 0.567
finish | 4090 | 49.1 | 551 | 1.51 | 0.582
global route | 4090 | 49.1 | 551 | 1.59 | 0.613
## power by group
part	switching [mW]	total [mW]	internal [mW]
sequential	0.0525	0.549	0.497
clock	0.186	0.393	0.207
combinational	0.318	0.569	0.250
total	0.557	1.51	0.954
## placed cells by master (no fill, tap or decap), types with 3 or more instances in the layout
cell type        instances
and3_1                   4
o31ai_1                  4
nor4b_1                  5
clkbuf_8                 5
nand2b_1                 5
o21a_1                   3
clkdlybuf4s50_1         32
dfxtp_1                 15
o311ai_0                 3
o22ai_1                  4
nor3_1                  15
nor4b_2                  3
o211ai_1                 3
a311oi_1                 4
buf_4                   26
nand2_1                 39
nor2b_1                  5
a22oi_1                  3
nand3_1                 10
a221oi_1                 5
o21ai_1                  3
a21o_1                   3
o32ai_1                  3
inv_1                   22
ha_1                    23
xnor2_1                 21
a21oi_1                 36
a211oi_1                10
o21ai_0                 17
nor3b_1                  3
edfxtp_1                24
nor2_1                  27
a31oi_1                 13
## critical path: stages (launching register included)
cell,delay [ns]
dfxtp_1,0.56
ha_1,0.40
a211o_1,0.34
a311oi_2,0.12
a31oi_1,0.30
o221ai_2,0.19
o31ai_2,0.68
a21oi_1,0.21
a2111oi_4,0.30
## registers in the layout, summed over array words and instances, names as in the netlist
name and flops:
money 12, out_of_stock 4, products 4, stock0 4, stock1 4, stock2 4
stock3 4, buy_prev 1, dollar_prev 1, quarter_prev 1
## per-layer routing
metal  routed length [um]  track usage [%]  vias to the layer above
li1                     -                -                     1618
met1                 4950             38.7                     1586
met2                 4490             36.2                      153
met3                  856             5.68                       20
met4                  229             7.21                        0
met5                    0                0                        -
## how the worst min path moves through the flow
stage | startpoint | cells after the start | slack, ns | end
after CTS | stock2[0]$_SDFFCE_PN1P_ | 1 | 0.59 | stock2[0]$_SDFFCE_PN1P_
after global routing | stock0[0]$_SDFFCE_PN1P_ | 1 | 0.61 | stock0[0]$_SDFFCE_PN1P_
final | stock2[0]$_SDFFCE_PN1P_ | 1 | 0.58 | stock2[0]$_SDFFCE_PN1P_
## cell type report
class / count / area share (%)
Clock buffer: 5 / 1.68
Clock inverter: 3 / 1.07
Timing Repair Buffer: 58 / 12.6
Multi-Input combinational cell: 319 / 54.5
Sequential cell: 39 / 25.0
Inverter: 22 / 2.02
Tap cell: 105 / 3.21
## kinds of logic (layout without fill, tap and decap cells)
| logic type | count (synthesis) | after routing | share of synthesized area, % |
|---|---|---|---|
| buffers and inverters | 56 | 88 | 6.98 |
| AND/OR/NAND/NOR | 130 | 130 | 19.6 |
| flip-flops | 39 | 39 | 29.2 |
| adder cells (fa/ha/maj) | 23 | 23 | 8.24 |
| multiplexers | 5 | 5 | 1.54 |
| AND-OR/OR-AND | 140 | 140 | 29.1 |
| XOR/XNOR | 21 | 21 | 5.27 |
Power figures rest on the tool's default switching activity, not on a simulated workload.
